==> ./run.sh <==
#!/bin/bash
# OpenROAD 26Q1-2900-gdf79404cd8, Yosys 0.63+post, stock flow scripts
make -C /OpenROAD-flow-scripts/flow DESIGN_CONFIG=/design/flow/config.mk WORK_HOME=/design/flow/orfs finish
==> ./config.mk <==
export PLATFORM = sky130hd
export DESIGN_NAME = ServoMotor
export DESIGN_NICKNAME = ServoMotor
export VERILOG_FILES = /design/flow/design.v
export SDC_FILE = /design/flow/constraint.sdc
export NUM_CORES = 4
export LEC_CHECK = 1
export CORE_AREA = 10 10 107 107
export DIE_AREA = 0 0 117 117
==> ./constraint.sdc <==
current_design ServoMotor

set clk_period 2.8
set clk_io_pct 0.2

create_clock -name clk0 -period $clk_period [get_ports {clk}]

set non_clock_inputs [all_inputs -no_clocks]
set_input_delay [expr $clk_period * $clk_io_pct] -clock clk0 $non_clock_inputs
set_output_delay [expr $clk_period * $clk_io_pct] -clock clk0 [all_outputs]
==> ./design.v <==
`default_nettype none
module ServoMotor(input wire clk,          
                  input wire [7:0] pos,    
                  output reg servo);       
localparam M = 93;  
localparam N = $clog2(M);
reg [N-1:0] divcounter = 0;
reg tic = 0;
always @(posedge clk)
 tic <= (divcounter == M - 2);
always @(posedge clk)
 if (tic)
   divcounter <= 0;
 else
   divcounter <= divcounter + 1;
reg [10:0] angle_counter = 0;
wire [8:0] pose = {1'b0, pos} + 9'd46;
always @(posedge clk)
 if (tic)
   angle_counter <= angle_counter + 1;
always @(posedge clk)
 servo <= (angle_counter < {3'b00, pose});
endmodule
==> metrics.cfg <==
[outcome]
outcome=complete, no violations

[die]
floorplan.die.height_um=117
fp_util=0.118
die_x_um=117
floorplan.io_pins=10
floorplan.die_area_um2=13700
core_area_um2=9200
rows=35

[routing]
routed_vias_inst=3.28
postRouteWirelength_um=1930
drtAntennaViolNets=0
via_count=734
drc=0
drt-wirelength-per-cell_um=8.63
antenna_cells_inserted=0
detailedRoute.firstPassIterationCount=2
drt_first_iter_violations=26

[final_timing]
setup_viol_count_final=0
hold_ws_ns=0.454
setup_total_negative_slack_ns=0
layout_min_cycle_time_ns=2.46
drv_slew=0
worst_clock_skew_ns=0.00322
fin_crit_sh=0.877
rsz0062_at_grt=false
fmax_ghz=0.407
worst_margin_slew_ns=0.752
final-hold-violation-count=0
worst_slew_margin_rel=0.498

[global_routing]
grt-ovfl-total=0
antenna_violations_before_repair=0
grt_usage=0.0306
largest_net_degree_at_the_start_of_global_routing=19
number_of_global_route_vias_before_repair=760
first_pass_grt_wire_length_um=3370

[placement]
port-buffer-count=9
routabilityCongestion=0.765
post-dp-hpwl_um=1410

[synth]
ys_warn_count=1
netlist-cell-type-count=26
synthesis.area_per_instance_um2=10.7
synth_stat.cells=101
synth_chip_area_um2=1080
edf_count=11
yosys_most_used_dff=sky130_fd_sc_hd__edfxtp_1
async_reset_ff_frac=0
postSynthSeqShare=0.471
synth.cell_area_um2=1080
netlist_instances=101
postSynthRegisterBits=20

[worst_setup_path]
reg2reg_start=angle_counter[2]$_DFFE_PP_
crit_path_max_fanout=2
worst-endpoint-required_ns=2.99
slowest_stage=sky130_fd_sc_hd__clkdlybuf4s50_1
reg2regPathDepth=5
slowest_delay_ns=0.48
timing.setup.critical_path_class=in2reg
setup.worst_path.end_class=register
crit_chain=clkdlybuf4s50_1 > inv_1 > ha_1 > a21boi_0 > o21ai_0 > xor2_1 > ha_1 > a2111oi_1 > o21ai_0 > a21oi_1
worst-endpoint-arrival_ns=2.64
setup.worst_path.start=pos[1]
critPathLaunchType=input pin

[clocking]
cts.clk_slew.worst_paths_ns=0.07
clock_path_buffers=2
cts-buffers-inserted=3
cts_num_sinks=20
clock.latency.late_pin_ns=0.25
post-cts-setup-buffer-count=0
htree_num_levels=1
root_buffer=sky130_fd_sc_hd__clkbuf_8
tritoncts=built

[layout]
nFillCells=1019
flow.area_growth_from_synthesis_pct=25.8
share_of_post_route_cells_with_drive_strength_above_1=0.0796

[flow_run]
max_cap_viol_count=0
stage_log_warnings=25

[pwr]
cellLeakagePower_nw=0.534
peakVddDrop_v=0.000174
power_density_nw_per_um2=409

[worst_hold_path]
worstHoldPathType=reg2reg
worstHoldStart=divcounter[6]$_SDFF_PP0_
worstHoldPathCells=2

-- cell usage in the layout, fill, tap and decap left out, drive strengths merged --
cell and n:
dfxtp 9, a21boi 1, nor2 7, nand4 2
and3 1, nand2b 1, a31oi 1, nor2b 1
nor4 2, ha 11, nand2 6, clkdlybuf4s50 9
xnor2 8, o21ai 5, xor2 9, a21oi 6
nand3b 1, nand3 9, a2111oi 1, a21o 1
or3 2, and4 1, clkbuf 4, edfxtp 11
inv 4
-- path summary, 6_finish.rpt --
check	end	slack (ns)
setup / recovery	servo$_DFF_P_	0.34
hold / removal	tic$_DFF_P_	0.45
setup reg to reg	servo$_DFF_P_	1.25
hold reg to reg	tic$_DFF_P_	0.45
-- power breakdown --
part / switching, mW / internal [mW]
sequential: 0.0000209 / 0.306
combinational: 0.0167 / 0.0214
clock: 0.0897 / 0.125
total: 0.106 / 0.453
-- routing by layer --
metal	wire length (µm)	track usage	part of all wire	vias to the layer above
met5	0	0	0	-
met4	0	0.00412	0	0
met3	206	0.0165	0.11	0
met2	742	0.0427	0.38	15
met1	986	0.0417	0.51	328
li1	-	-	-	391
-- cell usage after synthesis (all sizes together) (2+ instances only) --
cell type	number	area [µm²]
a21oi	6	30.0
or3	2	12.5
nor2	7	28.8
nand3	9	55.1
nand4	2	12.5
ha	11	138
o21ai	5	25.0
inv	4	15.0
xnor2	8	70.1
edfxtp	11	330
nor4	2	12.5
xor2	9	78.8
nand2	6	22.5
dfxtp	9	180
-- per-stage QoR --
step	cells	util	area, µm²	setup WS [ns]	total power, mW
floorplan	101	-	1080	0.713	0.333
global placement	220	0.142	1310	0.0903	0.350
detailed placement	220	0.142	1310	0.0769	0.351
CTS	224	0.148	1360	0.319	0.567
global route	224	0.148	1370	0.0545	0.590
finish	224	0.148	1370	0.345	0.559
-- critical path: cells and delay by family --
kind            cells  cell delay [ns]
buf+inv             2             0.54
fa+ha+maj           2             0.40
xor+xnor            1             0.16
compound gates      5             1.00
-- sequential cells by signal, indices dropped and copies added, names as in the netlist --
register	flops
servo	1
divcounter	7
angle_counter	11
tic	1
-- logic make-up after synthesis --
| logic type | share of synthesized area |
|---|---|
| buffers and inverters | 0.0184 |
| adder cells (fa/ha/maj) | 0.127 |
| XOR/XNOR | 0.137 |
| AND-OR/OR-AND | 0.0784 |
| flip-flops | 0.471 |
| AND/OR/NAND/NOR | 0.168 |
-- final cells by class --
type                    instances  area [µm²]  share of cell area
repair buffers                  9        90.1              0.0660
clock buffers                   4        55.1              0.0403
multi-input cells              76         556               0.407
well taps                     111         139               0.102
inverters                       4        15.0              0.0110
flip-flops and latches         20         510               0.374
-- timing repair --
| item | CTS | global route |
|---|---|---|
| hold buffers | 0 | 0 |
| endpoints found under the setup margin | 0 | 1 |
| gates resized | 0 | 1 |
No activity file was given, so power comes from the tool's default toggle rates.
